==> ./design.v <==
module RAM(din,clk,rst_n,rx_valid,dout,tx_valid);
parameter MEM_DEPTH = 256;
parameter ADDR_SIZE = 8;
reg[ADDR_SIZE-1:0] mem[MEM_DEPTH-1:0];
input clk,rst_n,rx_valid;
input[9:0] din;
output reg[ADDR_SIZE-1:0] dout;
output reg tx_valid;
reg[ADDR_SIZE-1:0] addr_wr;
reg[ADDR_SIZE-1:0] addr_rd;
always @(posedge clk or negedge rst_n) begin
	if (!rst_n) begin 
            dout<=0;
            addr_rd<=0;
            addr_wr<=0;
            tx_valid<=0;
	            end
	else begin
         tx_valid<=(din[9:8]==2'b11 && rx_valid)?1:0;
        if(rx_valid) begin
		case(din[9:8])
		2'b00 : addr_wr<=din[7:0];
		2'b01 : mem[addr_wr]<=din[7:0];
		2'b10 : addr_rd<=din[7:0];
        2'b11 : dout<=mem[addr_rd];
          endcase
        end
	end
end
endmodule
module SPI_SLAVE(MOSI,tx_valid,tx_data,rst_n,SS_n,clk,MISO,rx_valid,rx_data);
parameter IDLE = 3'b000;
parameter CHK_CMD = 3'b001;
parameter WRITE = 3'b010;
parameter READ_DATA = 3'b011;
parameter READ_ADD = 3'b100;
input clk,rst_n,tx_valid,MOSI,SS_n;
input[7:0] tx_data;
output reg MISO;
output rx_valid;
output reg[9:0] rx_data;
reg[3:0] counter_1,counter_2;
reg stop,read_data;
reg[2:0] cs,ns;
always @(posedge clk or negedge rst_n) begin
	if (~rst_n) begin
	       cs<=IDLE;
	       read_data<=0;
	end
	else cs<=ns;
end
always @(*) begin
	case(cs)
	IDLE : begin
		ns=SS_n?IDLE:CHK_CMD;
	end 
	CHK_CMD : begin
	    if(SS_n) ns=IDLE;
		else if(~MOSI) ns=WRITE;
		else if(~read_data) begin
			ns=READ_ADD;
		end
		else begin
			ns=READ_DATA;
		end 
	end
	WRITE: ns=SS_n?IDLE:WRITE;
    READ_ADD: ns=SS_n?IDLE:READ_ADD;
    READ_DATA: ns=SS_n?IDLE:READ_DATA;
    default : ns=IDLE;
    endcase  
end
always @(posedge clk) begin
	case(cs)
	IDLE: begin 
	    counter_1<=1;
	    counter_2<=1;
	end
	WRITE: begin
	if(counter_1<=10) begin
		rx_data[10-counter_1]<=MOSI;
	    counter_1<=counter_1+1;
	    end
	end
	READ_ADD: begin
		if(counter_1<=10) begin
		read_data<=1;
		rx_data[10-counter_1]<=MOSI;
	    counter_1<=counter_1+1;
	    end
	end
    READ_DATA: begin
    	if(counter_1<=10) begin
    	rx_data[10-counter_1]<=MOSI;
	    counter_1<=counter_1+1;
	    end
	    if(tx_valid) begin
	    	MISO<=tx_data[8-counter_2];
	    	counter_2<=counter_2+1;
	    end
    end
    default: begin
    	counter_1<=1;
	    counter_2<=1;
    end
    endcase
end
assign rx_valid = ((cs==WRITE || cs==READ_DATA || cs==READ_ADD) && counter_1>10)?1:0;
endmodule 
module SPI_Wrapper(MISO,MOSI,SS_n,clk,rst_n);
parameter MEM_DEPTH = 256;
parameter ADDR_SIZE = 8;
input MOSI,SS_n,clk,rst_n;
output MISO;
wire[9:0] rx_data;
wire[7:0] tx_data;
wire tx_valid,rx_valid;
RAM #(MEM_DEPTH,ADDR_SIZE) ram(rx_data,clk,rst_n,rx_valid,tx_data,tx_valid);
SPI_SLAVE spi(MOSI,tx_valid,tx_data,rst_n,SS_n,clk,MISO,rx_valid,rx_data);
endmodule
==> ./run.sh <==
#!/bin/bash
# OpenROAD 26Q1-2900-gdf79404cd8, Yosys 0.63+post, stock flow scripts
make -C /OpenROAD-flow-scripts/flow DESIGN_CONFIG=/design/flow/config.mk WORK_HOME=/design/flow/orfs finish
==> ./config.mk <==
export PLATFORM = sky130hd
export DESIGN_NAME = SPI_Wrapper
export DESIGN_NICKNAME = SPI_Wrapper
export VERILOG_FILES = /design/flow/design.v
export SDC_FILE = /design/flow/constraint.sdc
export NUM_CORES = 4
export LEC_CHECK = 1
export CORE_UTILIZATION = 40
==> ./constraint.sdc <==
current_design SPI_Wrapper

set clk_period 9.1
set clk_io_pct 0.2

create_clock -name clk0 -period $clk_period [get_ports {clk}]

set non_clock_inputs [all_inputs -no_clocks]
set_input_delay [expr $clk_period * $clk_io_pct] -clock clk0 $non_clock_inputs
set_output_delay [expr $clk_period * $clk_io_pct] -clock clk0 [all_outputs]
==> metrics.yaml <==
status: "finished, violations left"
failed_checks: "max-capacitance violations, max-slew violations"
grt_pass1_wl_um: 667000
critical_path_class: "reg -> reg"
p_comb_frac: 0.018
hold_violations: 0
first_pass_iters: 10
crit_chain: "buf_4 > and4bb_4 > buf_4 > buf_4 > nand3_1 > nand4_1 > nor4_1 > nand4_1 > nor4_1 > buf_4 > and3_1 > o21ai_1"
syn_area_um2: 81300
rows: 165
p_sw_frac: 0.216
dp_slack_ps: 3530
worstMarginPinSlew_ps: 1610
die_area_um2: 205000
vias: 61800
cpPeakStageDelay_ps: 1270
cts_max_level: 4
p_leak_nw: 29.1
dr.first_iter.drc_count: 7105
yosysChipArea_um2: 81300
die_h_um: 453
post_cts_buffers: 0
async_reset_ff_frac: 0.0143
cp-end-kind: "flop"
synth_warnings: 5
slowest_stage: "nor4_1"
power_w: 0.0205
period_minus_slack_ps: 6370
numSynthFlops: 2097
power_density_nw_per_um2: 216
gp_congestion: 1.17
numPortBuffers: 4
viasPerCell: 7.26
synthDistinctLibCells: 77
die_w_um: 453
core_util_floorplan: 0.402
overflow: 0
drv_cap: 4
path_max_fanout: 35
cts_buffers: 222
peakVddDrop_mv: 0.191
power.switching_w: 0.00444
critical_path_required_ps: 9880
wl_per_cell_um: 62.6
avgSynthCellArea_um2: 15.6
ys_seq_frac: 0.772
antenna_left: 0
drt-total-wl_um: 533000
layout-drive-gt1-share: 0.169
clk_pin_slew_ps: 60
gr-usage-all-layers: 0.571
relSlewSlack: -0.0799
fin_crit_sh: 0.700
area_growth_pct: 17.1
core_area_um2: 202000
grt_max_degree: 99
clk_latency_ps: 910
start_kind: "flop"
grt_pass1_vias: 60500
finish.instance_area_um2: 95200
n_fill_cell: 17200
drc: 0
hold_path.class: "reg -> reg"
post-dp-hpwl_um: 375000
ff_type: "edfxtp_1"
clockBufferDepth: 3
synth_stat.cells: 5206
fin_setup_tns_ps: 0
p_seq_frac: 0.520
setup_viol: 0
setup_slack_ps: 2730
slew_violations: 20
tool_warnings: 31
fin_skew_ps: 52.9
cts_hold_buf: 0
seq_area_um2: 62800
clkSinkCount: 2097
worstPathArrival_ps: 7140
cp_common_cell: "buf_4"
hold_ws_ps: 490
rsz0062_at_grt: "false"
io_pins: 5
grt_antenna_before_repair: 96
syn_inst: 5206
layout.area.comb_um2: 17100
fmax_ghz: 0.157
tritoncts: "done"
ctsResizeCount: 0
internal_power_w: 0.0161
root_buffer: "clkbuf_16"
edf_count: 2063
clkPwrFrac: 0.462
place_area_um2: 87400
## power by group through the flow
stage | sequential, W | combinational, W | clock, W
CTS | 0.0107 | 0.000355 | 0.00947
global route | 0.0107 | 0.000365 | 0.00981
finish | 0.0107 | 0.000367 | 0.00948
## synthesized netlist by cell type, types with 12 or more instances
cell,instances,area share
o22ai_1,176,0.014
mux2_2,19,0.0026
and3_1,26,0.0020
o211ai_1,13,0.0012
buf_2,155,0.0095
ha_1,12,0.0018
nor4_1,79,0.0061
nand4_1,160,0.012
and4_1,15,0.0016
buf_1,63,0.0029
a22o_1,41,0.0044
nor3_1,36,0.0022
a222oi_1,53,0.0065
buf_4,26,0.0024
a221oi_1,30,0.0032
nor2_1,378,0.017
or4_1,29,0.0027
edfxtp_1,2063,0.76
o21ai_0,48,0.0030
a22oi_1,432,0.040
nand2_1,140,0.0065
dfrtp_1,29,0.0089
nand3_1,591,0.036
a21oi_1,74,0.0046
a31oi_1,12,0.00092
a32o_1,22,0.0027
a32oi_1,105,0.011
clkbuf_1,156,0.0072
inv_1,15,0.00069
nor2b_1,21,0.0016
## cells by family after synthesis
logic type / share of synthesized area
simple gates: 0.0998
xor+xnor: 0.00140
flops: 0.772
compound gates: 0.0972
fa+ha+maj: 0.00185
buf+inv: 0.0240
mux: 0.00355
## final timing paths
kind                                startpoint             end  cells after the start  slack (ps)
worst min register to register     ram.dout[2]     ram.dout[2]                      2         490
worst max register to register  ram.addr_rd[6]     ram.dout[1]                     12        2730
worst max-delay path            ram.addr_rd[6]     ram.dout[1]                     12        2730
worst min-delay path               ram.dout[2]     ram.dout[2]                      2         490
min in group asynchronous                rst_n     ram.dout[4]                      2        1050
max in group asynchronous                rst_n  ram.addr_rd[4]                      2        7560
## layout make-up
type                            count  area share
Antenna cell                       94     0.00247
Clock buffer                      270      0.0611
Clock inverter                    151      0.0177
Inverter                           15    0.000592
Multi-Input combinational cell   2685       0.179
Sequential cell                  2097       0.660
Tap cell                         2672      0.0351
Timing Repair Buffer              525      0.0439
## metal layers
metal  wire (um)  vias up  GRT usage
met5        6320        -      0.239
met4       55600      143      0.437
met3      112000     1828      0.522
met2      207000     6764      0.682
met1      152000    30900      0.598
li1            -    22100          -
## sequential cells by signal, summed over array words and instances (netlist names)
register	flops
spi.counter_2	4
ram.dout	8
spi.MISO	1
ram.addr_wr	8
ram.tx_valid	1
ram.mem	2048
spi.cs	5
ram.addr_rd	8
spi.rx_data	10
spi.counter_1	4
## worst max-delay path: cells and delay by family (launching register included)
family	cells	cell delay, ps
flops	1	650
buf+inv	4	1380
simple gates	7	3970
compound gates	1	100
## placed cells by master, fill, tap and decap left out, drive strengths merged, types with 94 or more instances in the layout
cell,count
diode,94
o22ai,176
nand3,592
a22oi,432
clkbuf,270
nor2,378
buf,522
nand4,161
a32oi,105
edfxtp,2063
nand2,140
clkinv,110
## stage by stage
stage / instances / util
after CTS: 8411 / 0.469
final: 8509 / 0.471
after global routing: 8463 / 0.470
after detailed placement: 7990 / 0.432
after floorplan: 5206 / -
after global placement: 7982 / 0.432
Power is estimated from default activity; no workload was simulated.
